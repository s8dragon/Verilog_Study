==> design/flow/design.v <==
module	timer (
		input			CLK,
		input			RSTN,
		input			MODE,
		input			GO_EN,
		input	[31:0]	TOT_CNT,
		input	[31:0]	DUTY_CNT,
		output			IRQ_TRG,
		output			PWM
	);
	reg				go_en_d1;
	always @(posedge CLK or negedge RSTN) begin
		if(!RSTN)	go_en_d1 <= 1'd0;
		else		go_en_d1 <= GO_EN;
	end
	wire			go_lock = !go_en_d1 & GO_EN;
	reg		[31:0]	cnt;
	wire			cnt_reset = (cnt==TOT_CNT);	
	always @(posedge CLK or negedge RSTN) begin
		if(!RSTN)				cnt <= 32'd0;
		else if(go_lock)		cnt <= 32'd0;
		else if(MODE&cnt_reset)	cnt <= 32'd0;
		else if(GO_EN)			cnt <= cnt + 1'd1;
	end
	assign		IRQ_TRG = ~MODE & GO_EN & cnt_reset;
	wire			pwm_toggle = (cnt==DUTY_CNT);
	reg				pwm_reg;
	always @(posedge CLK or negedge RSTN) begin
		if(!RSTN)				pwm_reg <= 1'd0;
		else if(MODE&GO_EN) begin
			if(go_lock)			pwm_reg <= 1'd0;
			else if(cnt_reset)	pwm_reg <= 1'd0;
			else if(pwm_toggle)	pwm_reg <= 1'd1;
		end
		else begin
								pwm_reg <= 1'd0;
		end
	end
	assign			PWM = pwm_reg;
endmodule
module	timer_reg  #(
		parameter		BASE_ADR = 12'h0,		 
		parameter		ADR_W	 = 32,
		parameter		DAT_W	 = 32
	)
	(
		input					PCLK,
		input					PRESETn,
		input	[ADR_W-1:0]		PADDR,
		input					PSEL,
		input					PENABLE,
		input					PWRITE,
		input	[DAT_W-1:0]		PWDATA,
		output					PREADY,
		output	[DAT_W-1:0]		PRDATA,
		output					PSLVERR,
		output					MODE,
		output					GO_EN,
		output	[31:0]			TOT_CNT,
		output	[31:0]			DUTY_CNT,
		input					IRQ_TRG,
		output					IRQ
	);
	reg  [2:0]			cs_reg;			 
	reg  [31:0]			tot_cnt_reg;
	reg  [31:0]			duty_cnt_reg;
	reg  [DAT_W-1:0] 	rd_data;
	wire [17:0]	pword_addr = PADDR[19:2];
	wire		apb_setup  = PSEL & (!PENABLE);
	wire		apb_access = PSEL & PENABLE & PREADY;
	wire		slv_err_flg = (PADDR[ADR_W-1:20]!=BASE_ADR) | (|pword_addr[17:2]);
	reg			slv_err;
	always @(posedge PCLK or negedge PRESETn) begin
		if(!PRESETn)		slv_err <= 1'd0;
		else if(apb_setup)	slv_err <= slv_err_flg;
	end
	wire wr_en  = apb_access & PWRITE & (!slv_err);			 
	always @(posedge PCLK or negedge PRESETn) begin
		if(!PRESETn) begin
			cs_reg       <= 32'd0;
			tot_cnt_reg  <= 32'd0;
			duty_cnt_reg <= 32'd0;
		end
		else if(wr_en) begin
			case(pword_addr[1:0])
			2'd0  : cs_reg       <= PWDATA[2:0];
			2'd1  : tot_cnt_reg  <= PWDATA;
			2'd2  : duty_cnt_reg <= PWDATA;
			endcase
		end
		else if(!MODE & IRQ_TRG) begin
			cs_reg <= {1'd1,1'd0,1'd0};						 
		end
	end
	always @(posedge PCLK or negedge PRESETn) begin
		if(!PRESETn) begin
			rd_data <= 32'd0;
		end
		else if(apb_setup) begin
			if(slv_err_flg) begin
				rd_data <= 32'd0;
			end
			else begin
				case(pword_addr[1:0])
				2'd0  : rd_data <= {29'd0,cs_reg};
				2'd1  : rd_data <= tot_cnt_reg;
				2'd2  : rd_data <= duty_cnt_reg;
				2'd3  : rd_data <= 32'd0;
				endcase
			end
		end
	end
	assign	PREADY = 1'd1;
	assign	PRDATA = rd_data;
	assign	PSLVERR = slv_err;
	assign	MODE = cs_reg[0];
	assign	GO_EN = cs_reg[1];
	assign 	IRQ = cs_reg[2];
	assign	TOT_CNT = tot_cnt_reg;
	assign	DUTY_CNT = duty_cnt_reg;
endmodule
module	timer_top  #(
		parameter		BASE_ADR = 12'h0,		 
		parameter		ADR_W	 = 32,
		parameter		DAT_W	 = 32
	)
	(
		input					PCLK,
		input					PRESETn,
		input	[ADR_W-1:0]		PADDR,
		input					PSEL,
		input					PENABLE,
		input					PWRITE,
		input	[DAT_W-1:0]		PWDATA,
		output					PREADY,
		output	[DAT_W-1:0]		PRDATA,
		output					PSLVERR,
		output					IRQ,
		output					PWM
	);
	wire			timer_mode;
	wire			timer_go_en;
	wire	[31:0]	timer_tot_cnt;
	wire	[31:0]	timer_duty_cnt;
	wire			timer_irq_trg;
	timer_reg  #(
		.BASE_ADR	(BASE_ADR		),
		.ADR_W		(ADR_W			),
		.DAT_W		(DAT_W			)
	)
	TIMER_REG(
		.PCLK		(PCLK			),
		.PRESETn	(PRESETn		),
		.PADDR		(PADDR			),
		.PSEL		(PSEL			),
		.PENABLE	(PENABLE		),
		.PWRITE		(PWRITE			),
		.PWDATA		(PWDATA			),
		.PREADY		(PREADY			),
		.PRDATA		(PRDATA			),
		.PSLVERR	(PSLVERR		),
		.MODE		(timer_mode		),
		.GO_EN		(timer_go_en	),
		.TOT_CNT	(timer_tot_cnt	),
		.DUTY_CNT	(timer_duty_cnt	),
		.IRQ_TRG	(timer_irq_trg	),
		.IRQ		(IRQ			)
	);
	timer TIMER(
		.CLK		(PCLK			),
		.RSTN		(PRESETn		),
		.MODE		(timer_mode		),
		.GO_EN		(timer_go_en	),
		.TOT_CNT	(timer_tot_cnt	),
		.DUTY_CNT	(timer_duty_cnt	),
		.IRQ_TRG	(timer_irq_trg	),
		.PWM		(PWM			)
	);
endmodule
==> design/flow/run.sh <==
#!/bin/bash
# OpenROAD 26Q1-2900-gdf79404cd8, Yosys 0.63+post, stock flow scripts
make -C /OpenROAD-flow-scripts/flow DESIGN_CONFIG=/design/flow/config.mk WORK_HOME=/design/flow/orfs finish
==> design/flow/config.mk <==
export PLATFORM = sky130hd
export DESIGN_NAME = timer_top
export DESIGN_NICKNAME = timer_top
export VERILOG_FILES = /design/flow/design.v
export SDC_FILE = /design/flow/constraint.sdc
export NUM_CORES = 4
export LEC_CHECK = 1
export CORE_UTILIZATION = 40
==> design/flow/constraint.sdc <==
current_design timer_top

set clk_period 6.6
set clk_io_pct 0.2

create_clock -name clk0 -period $clk_period [get_ports {PCLK}]

set non_clock_inputs [all_inputs -no_clocks]
set_input_delay [expr $clk_period * $clk_io_pct] -clock clk0 $non_clock_inputs
set_output_delay [expr $clk_period * $clk_io_pct] -clock clk0 [all_outputs]
==> flow_summary_export.csv <==
group,metric,value,unit
status,run_status,"complete, no violations",
worst_setup_path,timing.critical_path.fanout_max,30,
logic_synthesis,syn-mean-instance-area,11.3,sq um
logic_synthesis,synth.lib_cells_used.distinct,49,
worst_setup_path,crit_start,"PADDR[3]",
power_and_ir_drop,static-leakage-power,3.97,nW
global_routing,wire_length_of_the_first_global_routing_pass,29.2,mm
logic_synthesis,number_of_enable_flip_flop_cells,0,
sta,fmax,263,MHz
global_routing,global_route.overflow_total,0,
power_and_ir_drop,pwr_density_cell,220,nW/um^2
clock_tree,post_cts.resized_instances,0,
worst_setup_path,crit_slowest_cell,"sky130_fd_sc_hd__nor2b_2",
logic_synthesis,ys_top_cells_by_count,"sky130_fd_sc_hd__dfrtp_1 (134), sky130_fd_sc_hd__mux2_2 (65), sky130_fd_sc_hd__a22o_1 (61), sky130_fd_sc_hd__xor2_1 (35), sky130_fd_sc_hd__xnor2_1 (33)",
placed_design,final_estimated_routing_congestion_in_global_placement,0.878,
worst_setup_path,cp_data_arrival_time,4100,ps
floorplan,die_height,134,microns
floorplan,placementRows,47,
clock_tree,worst_setup_hold_path_clk_slew,60,ps
placed_design,dp.final_hpwl,13.0,mm
detailed_routing,detail_route.iter0.violations,266,
placed_design,io_buffer_count,101,
detailed_routing,postRouteAntennaNets,0,
detailed_routing,drt-wirelength-per-cell,19.6,microns
run,max-cap-violations,0,
logic_synthesis,yosysMostFrequentCell,"sky130_fd_sc_hd__dfrtp_1",
worst_setup_path,kind_of_end_point_of_the_critical_path,"register",
floorplan,fp.coreArea,16800,sq um
worst_setup_path,timing.critical_path.slowest_cell_delay,740,ps
floorplan,fp.dieArea,17900,sq um
sta,max-slew-margin-rel,43.1,%
global_routing,track_usage,22.2,%
detailed_routing,vias_per_cell,5.51,
worst_setup_path,critical_path.startpoint_type,"input pin",
sta,fin_tns_setup,0,ps
final_layout,fillers,1411,
detailed_routing,detail_route.antenna_diodes,0,
final_layout,post-route-util,51.5,%
worst_setup_path,path_cells,"clkdlybuf4s50_1, nor2b_2, buf_4, nor2b_2, buf_4, mux2_2",
final_layout,finish.instance_area,8630,sq um
min_path,hp-class,"reg2reg",
global_routing,number_of_global_route_vias_before_repair,5158,
global_routing,maximum_number_of_pins_on_one_net_before_global_route_repair,57,
worst_setup_path,worst-r2r-setup-slack,4040,ps
floorplan,pin_count,105,
run,stage_log_warnings,27,
clock_tree,clockRootBuffer,"sky130_fd_sc_hd__clkbuf_16",
power_and_ir_drop,irDropWorstVdd,0.177,mV
sta,finalSetupViolations,0,
sta,finalClockSkew,8.76,ps
floorplan,initial_core_util,41.4,%
clock_tree,tritoncts,"built",
sta,finalClockPeriodUsage,57.5,%
worst_setup_path,critical_path.reg2reg.startpoint,"TIMER.go_en_d1",
detailed_routing,route.detailed.drc,0,
logic_synthesis,synthTopCellsByArea,"sky130_fd_sc_hd__dfrtp_1 (48%), sky130_fd_sc_hd__mux2_2 (11%), sky130_fd_sc_hd__a22o_1 (7.7%)",
logic_synthesis,ys_area,6930,sq um
detailed_routing,detailedRoute.firstPassIterationCount,4,
final_layout,drive_gt1_share,17.9,%
logic_synthesis,ys.warnings.count,2,
clock_tree,cts_max_level,4,
logic_synthesis,synth.top_cell.area_share,48.4,%
sta,worst_pin_slew,852,ps
clock_tree,post_cts.repair.setup_buffers,0,
clock_tree,clock_sinks,134,
sta,drv_slew,0,
final_layout,flow.area_growth_from_synthesis,24.5,%
sta,finalHoldViolCount,0,
worst_setup_path,required_arrival_time_at_the_worst_endpoint,6900,ps
logic_synthesis,ys_seq_elements,134,
sta,setup_repair_after_global_routing_missed_its_margin,"no",
floorplan,die-width,134,microns
logic_synthesis,asyncSetResetFlopFracSynth,100,%
clock_tree,holdBufCountCts,0,
clock_tree,tritoncts.num_buffers,17,
clock_tree,clock_path_buffers,2,
global_routing,antenna_violations_before_repair,0,
detailed_routing,routed-via-count,5087,
worst_setup_path,worst-setup-path-type,"in2reg",
logic_synthesis,netlist_area,6930,sq um
min_path,timing.hold.worst.start,"TIMER_REG.cs_reg[0]",
power_and_ir_drop,fin_total_pwr,0.00190,W
placed_design,detailed_place.area,8000,sq um
logic_synthesis,synth.largest_area_cell,"sky130_fd_sc_hd__dfrtp_1",
sta,timing.final.crit_period,3800,ps
logic_synthesis,gate_count_of_the_mapped_netlist,616,
detailed_routing,finalWirelength,18.1,mm
logic_synthesis,ys_dominant_reg_cell,"sky130_fd_sc_hd__dfrtp_1",
clock_tree,worstSkewPairLatency,420,ps
logic_synthesis,yosys_cells,616,
logic_synthesis,synth.yosys.seq_area_share,48.4,%
-- worst paths after layout --
check	depth (start not counted)	endpoint
min in group asynchronous	1	TIMER_REG.rd_data[21]
min reg2reg	1	TIMER.cnt[5]
min	1	TIMER.cnt[5]
max in group asynchronous	3	TIMER.cnt[0]
max	6	TIMER_REG.duty_cnt_reg[6]
max reg2reg	3	TIMER.cnt[31]
-- kinds of logic after synthesis --
family	count (synthesis)	synth area share [%]
other cells	1	0.0541
xor+xnor	68	8.59
buf+inv	61	4.75
compound gates	119	12.6
simple gates	161	14.0
mux	71	11.4
flops	134	48.4
fa+ha+maj	1	0.180
-- critical path: cells and delay by family --
kind	cells	cell delay, ps
and+or+nand+nor	2	930
muxes	1	380
buffers and inverters	3	1430
-- where the power goes --
group | total [W] | internal, W | switching, W
logic | 0.0000766 | 0.0000384 | 0.0000382
registers | 0.000822 | 0.000822 | 0.00000000000270
clock network | 0.00100 | 0.000650 | 0.000350
-- cell type report --
type,count,area (sq um),area share (%)
clock buffers,19,453,5.25
clock inverters,13,179,2.07
repair buffers,110,1080,12.5
flip-flops and latches,134,3350,38.8
multi-input cells,421,3270,37.9
inverters,7,26.3,0.304
well taps,220,275,3.19
-- metrics by stage --
step	setup WS, ps	hold WS, ps	instances
after floorplan	3840	449	616
after global routing	2650	511	924
after detailed placement	2360	491	892
final	2800	500	924
after CTS	2780	505	924
after global placement	2430	488	892
-- per-layer routing --
| layer | wire length [microns] | vias up | global-route usage, % |
|---|---|---|---|
| met3 | 1100 | 18 | 4.70 |
| met2 | 8400 | 148 | 33.3 |
| met5 | 0 | - | 0 |
| li1 | - | 2420 | - |
| met4 | 318 | 0 | 3.54 |
| met1 | 8330 | 2501 | 35.0 |
-- placed cells by master (no fill, tap or decap), types with 9 or more instances in the layout --
master                            synthesis  final
sky130_fd_sc_hd__a21oi_1                 21     21
sky130_fd_sc_hd__a22o_1                  61     61
sky130_fd_sc_hd__a31oi_1                 13     13
sky130_fd_sc_hd__buf_4                    4     10
sky130_fd_sc_hd__clkbuf_16                0     17
sky130_fd_sc_hd__clkdlybuf4s50_1          0    100
sky130_fd_sc_hd__dfrtp_1                134    134
sky130_fd_sc_hd__mux2_2                  65     65
sky130_fd_sc_hd__nand2_1                 32     32
sky130_fd_sc_hd__nand3_1                 17     17
sky130_fd_sc_hd__nand4_1                 19     19
sky130_fd_sc_hd__nor2_1                  18     18
sky130_fd_sc_hd__nor4_1                  19     19
sky130_fd_sc_hd__o21ai_0                 12     12
sky130_fd_sc_hd__or4_1                    9      9
sky130_fd_sc_hd__xnor2_1                 33     33
sky130_fd_sc_hd__xor2_1                  35     35
Power figures rest on the tool's default switching activity, not on a simulated workload.
