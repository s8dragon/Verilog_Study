$ cat design/flow/run.sh
#!/bin/bash
# OpenROAD 26Q1-2900-gdf79404cd8, Yosys 0.63+post, stock flow scripts
make -C /OpenROAD-flow-scripts/flow DESIGN_CONFIG=/design/flow/config.mk WORK_HOME=/design/flow/orfs finish
$ cat design/flow/config.mk
export PLATFORM = sky130hd
export DESIGN_NAME = axi_profile_reg
export DESIGN_NICKNAME = axi_profile_reg
export VERILOG_FILES = /design/flow/design.v
export SDC_FILE = /design/flow/constraint.sdc
export NUM_CORES = 4
export LEC_CHECK = 1
export CORE_AREA = 10 10 183 183
export DIE_AREA = 0 0 193 193
$ cat design/flow/constraint.sdc
current_design axi_profile_reg

set clk_period 5.9
set clk_io_pct 0.2

create_clock -name clk0 -period $clk_period [get_ports {ACLK}]
create_clock -name clk1 -period $clk_period [get_ports {PCLK}]

set non_clock_inputs [all_inputs -no_clocks]
set_input_delay [expr $clk_period * $clk_io_pct] -clock clk0 $non_clock_inputs
set_output_delay [expr $clk_period * $clk_io_pct] -clock clk0 [all_outputs]
$ cat design/flow/design.v
module	axi_profile_reg #(
		parameter		BASE_ADR = 12'h0,		 
		parameter		ADR_W	 = 32,
		parameter		DAT_W	 = 32
	)
	(
		input				ACLK,
		input				ARESETn,
		input	[31:0]		AXI_AW_CNT,
		input	[31:0]		AXI_W_CNT,
		input	[31:0]		AXI_B_CNT,
		input	[31:0]		AXI_AR_CNT,
		input	[31:0]		AXI_R_CNT,
		output				AXI_CNT_RESET,
		output				AXI_CNT_EN,
		input				PCLK,
		input				PRESETn,
		input	[ADR_W-1:0]	PADDR,
		input				PSEL,
		input				PENABLE,
		input				PWRITE,
		input	[DAT_W-1:0]	PWDATA,
		output				PREADY,
		output	[DAT_W-1:0]	PRDATA,
		output				PSLVERR
	);
	localparam	REG_ADR0 = 18'h0,
				REG_ADR1 = 18'h1,
				REG_ADR2 = 18'h2,
				REG_ADR3 = 18'h3,
				REG_ADR4 = 18'h4,
				REG_ADR5 = 18'h5;
	localparam  REG_LAST = REG_ADR5;
	reg			CNT_RESET;		 
	reg			CNT_EN;			 
	reg  		rd_req_apb;
	wire		rd_req_axi;
	reg			rd_ack_axi;
	wire		rd_ack_apb;
	reg  [2:0]	rd_sel_apb;
	reg	 [1:0]	cnt_reset_cdc;
	reg  [1:0]	cnt_en_cdc;
	reg  [1:0]	rd_req_cdc;
	always @(posedge ACLK or negedge ARESETn) begin
		if(!ARESETn) begin
			cnt_reset_cdc <= 2'd0;
			cnt_en_cdc <= 2'd0;
			rd_req_cdc <= 2'd0;
		end
		else begin
			cnt_reset_cdc <= {cnt_reset_cdc[0], CNT_RESET};
			cnt_en_cdc <= {cnt_en_cdc[0], CNT_EN};
			rd_req_cdc <= {rd_req_cdc[0], rd_req_apb};
		end
	end
	assign	AXI_CNT_RESET = cnt_reset_cdc[1];
	assign	AXI_CNT_EN = cnt_en_cdc[1];
	assign	rd_req_axi = rd_req_cdc[1];
	reg	 [1:0]	rd_ack_cdc;
	always @(posedge PCLK or negedge PRESETn) begin
		if(!PRESETn)	rd_ack_cdc <= 2'd0;
		else			rd_ack_cdc <= {rd_ack_cdc[0], rd_ack_axi};
	end
	assign		rd_ack_apb = rd_ack_cdc[1];
    localparam	AXI_RD_IDLE    = 1'd0,
				AXI_RD_REQ_FIN = 1'd1;
	reg  	    rd_state_axi;
	reg	 [31:0] rd_data_axi;
	always @(posedge ACLK or negedge ARESETn) begin
		if(!ARESETn) begin
			rd_state_axi <= AXI_RD_IDLE;
			rd_data_axi  <= 32'd0;
			rd_ack_axi   <= 1'd0;
		end
		else begin
			case (rd_state_axi)
			AXI_RD_IDLE: begin					 
				if(rd_req_axi) begin
					rd_state_axi <= AXI_RD_REQ_FIN; 
					case(rd_sel_apb)			 
					REG_ADR0[2:0]: rd_data_axi <= {30'd0, CNT_EN, CNT_RESET};		 
					REG_ADR1[2:0]: rd_data_axi <= AXI_AW_CNT;						 
					REG_ADR2[2:0]: rd_data_axi <= AXI_W_CNT;
					REG_ADR3[2:0]: rd_data_axi <= AXI_B_CNT;
					REG_ADR4[2:0]: rd_data_axi <= AXI_AR_CNT;
					REG_ADR5[2:0]: rd_data_axi <= AXI_R_CNT;
					endcase
					rd_ack_axi <= 1'd1;
				end
				else begin
					rd_ack_axi <= 1'd0;
				end
			end
			AXI_RD_REQ_FIN: begin				 
				if(!rd_req_axi) begin
					rd_state_axi <= AXI_RD_IDLE;
					rd_ack_axi   <= 1'd0;
				end
			end
			endcase
		end
	end
	wire [17:0]	pword_addr = PADDR[19:2];
	wire		apb_setup  = PSEL & (!PENABLE);
	wire		apb_access = PSEL & PENABLE & PREADY;
	wire		slv_err_flg = (PADDR[ADR_W-1:20]!=BASE_ADR)|(pword_addr>REG_LAST);
	reg			slv_err;
	always @(posedge PCLK or negedge PRESETn) begin
		if(!PRESETn)		slv_err <= 1'd0;
		else if(apb_setup)	slv_err <= slv_err_flg;
	end
	reg  wr_rdy;
	always @(posedge PCLK or negedge PRESETn) begin
		if(!PRESETn)				wr_rdy <= 1'd0;
		else if(apb_setup&PWRITE)	wr_rdy <= 1'd1;
		else if(apb_access)			wr_rdy <= 1'd0;
	end
	wire wr_en  = apb_access & PWRITE & (!slv_err);			 
	always @(posedge PCLK or negedge PRESETn) begin
		if(!PRESETn) begin
			CNT_RESET   <= 1'd0;
			CNT_EN      <= 1'd0;
		end
		else if(wr_en) begin
			if (pword_addr==REG_ADR0) begin
				CNT_RESET <= PWDATA[0];
				CNT_EN    <= PWDATA[1];
			end
		end
	end
    localparam	RD_IDLE       = 2'd0,
				RD_REQUESTING = 2'd1,
				RD_ACK_FIN    = 2'd2;
	reg  [1:0]	rd_state;
	reg	 [31:0] rd_data;
	always @(posedge PCLK or negedge PRESETn) begin
		if(!PRESETn) begin
			rd_state   <= RD_IDLE;
			rd_sel_apb <= 3'd0;
			rd_req_apb <= 1'd0;
			rd_data    <= 32'd0;
		end
		else begin
			case (rd_state)
			RD_IDLE: begin							 
				if(apb_setup&(!PWRITE)) begin
					if (!slv_err_flg) begin
						rd_state   <= RD_REQUESTING;
						rd_sel_apb <= pword_addr[2:0];
						rd_req_apb <= 1'd1;
					end
					else begin
						rd_state   <= RD_ACK_FIN;
						rd_data    <= 32'd0;		 
						rd_req_apb <= 1'd0;
					end
				end
				else begin
					rd_req_apb <= 1'd0;
				end
			end
			RD_REQUESTING: begin					 
				if(rd_ack_apb) begin
					rd_state   <= RD_ACK_FIN;
					rd_data    <= rd_data_axi;		 
					rd_req_apb <= 1'd0;
				end
			end
			RD_ACK_FIN: begin						 
				if(!rd_ack_apb) begin
					rd_state <= RD_IDLE;
				end
			end
			endcase
		end
	end
	wire	rd_rdy = (rd_state==RD_ACK_FIN) & (!rd_ack_apb);
	assign	PREADY = wr_rdy|rd_rdy;
	assign	PRDATA = rd_data;
	assign	PSLVERR = slv_err;
endmodule
==> results.toml <==
# physical design summary
[status]
outcome = "finished, final reports clean"

[finish]
area_delta_synth_final_pct = 68.0
nFillCells = 3155
layout-drive-gt1-share_pct = 7.26
lay_top_count = "clkdlybuf4s50_1"
final_area_um2 = 7500
lay_top_cells = "231 x clkdlybuf4s50_1, 82 x dfrtp_1, 65 x mux2i_1"
finish.utilization_pct = 25.4

[floorplan]
dieWidth_um = 193
initCoreUtil_pct = 15.1
chip_area_um2 = 37200
rows = 63
core_area_um2 = 29600
die_h_um = 193
io_pins = 267

[sta]
finalSetupViolations = 0
fin_skew_ns = 0.0120
rsz0062_at_grt = "no"
max-slew-margin-rel_pct = 48.6
hold_viol = 0
fin_ws_ns = 2.53
final_max_slew_viol_count = 0
worst_pin_slew_ns = 0.771
setup-tns-final_ns = 0

[setup_path]
r2r_start = "rd_sel_apb[0]"
cpPeakStageDelay_ns = 0.55
critPathSlowestCell = "o31a_2"
path_max_fanout = 18
reg2reg_to = "rd_data_axi[2]"
arrival_ns = 3.59
r2r_cells = 6
cpLargestDelayFamily = "buffers and inverters"
startpoint_type = "input port"
r2r_slack_ns = 3.23
critical_path_class = "in2reg"
cp.buffers_inverters = 2
cp-end-kind = "flip-flop"
crit_required_ns = 6.12
crit_chain = "clkdlybuf4s50_1 -> or3b_2 -> a21oi_1 -> o31a_2 -> buf_4 -> mux2i_1"

[power_and_ir_drop]
netSwitchingPower_uw = 308
ir_worst_vdd_v = 0.0000957
pwr-share-seq_pct = 44.3
p_comb_share_pct = 12.4
p_per_area_nw_per_um2 = 177
internal_power_mw = 1.02
leakagePower_nw = 2.98
switching_share_pct = 23.2
clockPowerShare_pct = 43.3

[place]
portBuffers = 233
hpwl_um = 14100
dpl_worst_slack_ns = 2.18
post_dp_cell_area_um2 = 7230
gp_congestion = 0.819

[cts]
cts_sinks = 85
clk_pin_slew_worst_paths_ns = 0.07
cts_tree = "built"
cts_setup_buffers = 0
hold_buffers = 0
cts_resized = 0

[synth]
synth_seq_share_pct = 47.7
ys.flop_type = "dfrtp_1"
ys_async_sr_fraction_pct = 100
ys_cells = 437
synth-edff-count = 0
yosys.cell_types.count = 38
syn_area_per_cell_um2 = 10.2
yosys_warnings = 1
netlist_instances = 437
ys_ff = 85
syn_area_um2 = 4460
ys_chip_area_um2 = 4460

[routing]
drc = 0
first_pass_iters = 4
n_antenna_cell = 0
wire_per_inst_um = 17.7
drt-initial-drc-count = 119
final_antenna_net_count = 0
wl_um = 18600
vias = 4135
viasPerCell = 3.93

[global_route]
antenna_found_initial = 0
grt_first_pass_wirelength_um = 27000
grt_overflow_total = 0
grt_max_degree = 46
track_usage_pct = 9.77
grt_pass1_vias = 4443

[min_path]
min_from = "rd_req_cdc[0]"
holdPathEnd = "rd_req_cdc[1]"
min_path_type = "reg2reg"
hold_depth = 0

[job]
log.warning_count = 58
max-cap-violations = 0
layer usage:
metal / vias up / global-route usage [%] / share of wire [%]
met5: - / 0 / 0
met4: 0 / 1.27 / 1.5
met3: 17 / 4.19 / 10
met2: 172 / 15.5 / 45
met1: 1920 / 12.5 / 43
li1: 2026 / - / -
stage by stage:
stage	power [mW]	std cells	hold slack, ns
floorplan	0.614	437	0.331
global placement	0.767	1038	0.334
detailed placement	0.768	1038	0.336
CTS	1.37	1051	0.348
global route	1.40	1051	0.351
finish	1.33	1051	0.346
power by group through the flow:
stage / Sequential (mW) / Clock [mW] / Combinational, mW
finish: 0.589 / 0.575 / 0.165
global route: 0.589 / 0.631 / 0.178
CTS: 0.589 / 0.611 / 0.169
layout make-up:
cell class                 count  area, µm²  area share [%]
multi-input combinational    282       2060            27.5
tap                          390        488            6.50
clock inverter                 3       26.3           0.350
sequential                    85       2130            28.4
clock buffer                  10        250            3.34
inverter                      37        139            1.85
timing repair buffer         244       2400            32.1
cells in the mapped netlist, types with 2 or more instances:
library cell	instances	area share [%]
a21oi_1	37	4.1
a221oi_1	29	5.7
buf_2	5	0.56
buf_6	3	0.76
clkbuf_1	24	2.0
dfrtp_1	84	47
inv_1	37	3.1
mux2_2	2	0.50
mux2_4	3	1.0
mux2i_1	65	15
nand2_1	39	3.3
nand2b_1	4	0.56
nand3b_1	2	0.34
nor2_1	32	2.7
nor2b_1	2	0.28
nor3_1	4	0.45
nor3b_1	7	1.2
nor4_1	3	0.42
nor4_2	3	0.84
o21ai_0	4	0.45
o21bai_1	3	0.50
o2bb2ai_1	29	5.7
state kept, by name (all words and copies together), names as in the netlist:
register       count
rd_ack_cdc         2
rd_sel_apb         3
CNT_EN             1
rd_data_axi       32
cnt_en_cdc         2
wr_rdy             1
CNT_RESET          1
rd_req_cdc         2
rd_data           32
rd_state_axi       1
slv_err            1
rd_req_apb         1
cnt_reset_cdc      2
rd_ack_axi         1
rd_state           3
cells by family after synthesis:
family	after synthesis	synth area share, %
AND-OR/OR-AND	109	17.9
AND/OR/NAND/NOR	103	11.7
flip-flops	85	47.7
multiplexers	70	16.1
buffers and inverters	70	6.61
worst register-to-register path: stages, from the launching register on:
cell	delay, ns
dfrtp_2	0.65
buf_4	0.37
nor3b_2	0.63
buf_4	0.44
o2bb2ai_1	0.22
a221oi_1	0.10
a21oi_1	0.18
how the worst max path moves through the flow:
stage | from | to | slack, ns | depth (start not counted)
final | PSEL | rd_data[13] | 2.53 | 6
after CTS | PSEL | rd_data[18] | 2.52 | 6
after global routing | PSEL | rd_data[13] | 2.40 | 6
Power figures rest on the tool's default switching activity, not on a simulated workload.
